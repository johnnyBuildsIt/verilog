File: run.sh
#!/bin/bash
# OpenROAD 26Q1-2900-gdf79404cd8, Yosys 0.63+post, stock flow scripts
make -C /OpenROAD-flow-scripts/flow DESIGN_CONFIG=/design/flow/config.mk WORK_HOME=/design/flow/orfs finish
File: config.mk
export PLATFORM = sky130hd
export DESIGN_NAME = UART_RX_To_7_Seg_Top
export DESIGN_NICKNAME = UART_RX_To_7_Seg_Top
export VERILOG_FILES = /design/flow/design.v
export SDC_FILE = /design/flow/constraint.sdc
export NUM_CORES = 4
export LEC_CHECK = 1
export CORE_UTILIZATION = 30
File: constraint.sdc
current_design UART_RX_To_7_Seg_Top

set clk_period 2.1
set clk_io_pct 0.2

create_clock -name clk0 -period $clk_period [get_ports {i_Clk}]

set non_clock_inputs [all_inputs -no_clocks]
set_input_delay [expr $clk_period * $clk_io_pct] -clock clk0 $non_clock_inputs
set_output_delay [expr $clk_period * $clk_io_pct] -clock clk0 [all_outputs]
File: design.v
module Binary_To_7Segment 
  (
   input       i_Clk,
   input [3:0] i_Binary_Num,
   output      o_Segment_A,
   output      o_Segment_B,
   output      o_Segment_C,
   output      o_Segment_D,
   output      o_Segment_E,
   output      o_Segment_F,
   output      o_Segment_G
   );
  reg [6:0]    r_Hex_Encoding = 7'h00;
  always @(posedge i_Clk)
    begin
      case (i_Binary_Num)
        4'b0000 : r_Hex_Encoding <= 7'h7E;
        4'b0001 : r_Hex_Encoding <= 7'h30;
        4'b0010 : r_Hex_Encoding <= 7'h6D;
        4'b0011 : r_Hex_Encoding <= 7'h79;
        4'b0100 : r_Hex_Encoding <= 7'h33;          
        4'b0101 : r_Hex_Encoding <= 7'h5B;
        4'b0110 : r_Hex_Encoding <= 7'h5F;
        4'b0111 : r_Hex_Encoding <= 7'h70;
        4'b1000 : r_Hex_Encoding <= 7'h7F;
        4'b1001 : r_Hex_Encoding <= 7'h7B;
        4'b1010 : r_Hex_Encoding <= 7'h77;
        4'b1011 : r_Hex_Encoding <= 7'h1F;
        4'b1100 : r_Hex_Encoding <= 7'h4E;
        4'b1101 : r_Hex_Encoding <= 7'h3D;
        4'b1110 : r_Hex_Encoding <= 7'h4F;
        4'b1111 : r_Hex_Encoding <= 7'h47;
      endcase
    end  
  assign o_Segment_A = r_Hex_Encoding[6];
  assign o_Segment_B = r_Hex_Encoding[5];
  assign o_Segment_C = r_Hex_Encoding[4];
  assign o_Segment_D = r_Hex_Encoding[3];
  assign o_Segment_E = r_Hex_Encoding[2];
  assign o_Segment_F = r_Hex_Encoding[1];
  assign o_Segment_G = r_Hex_Encoding[0];
endmodule  
module UART_RX
  #(parameter CLKS_PER_BIT = 217)
  (
   input        i_Clock,
   input        i_RX_Serial,
   output       o_RX_DV,
   output [7:0] o_RX_Byte
   );
  parameter IDLE         = 3'b000;
  parameter RX_START_BIT = 3'b001;
  parameter RX_DATA_BITS = 3'b010;
  parameter RX_STOP_BIT  = 3'b011;
  parameter CLEANUP      = 3'b100;
  reg [7:0]     r_Clock_Count = 0;
  reg [2:0]     r_Bit_Index   = 0;  
  reg [7:0]     r_RX_Byte     = 0;
  reg           r_RX_DV       = 0;
  reg [2:0]     r_SM_Main     = 0;
  always @(posedge i_Clock)
  begin
    case (r_SM_Main)
      IDLE :
        begin
          r_RX_DV       <= 1'b0;
          r_Clock_Count <= 0;
          r_Bit_Index   <= 0;
          if (i_RX_Serial == 1'b0)           
            r_SM_Main <= RX_START_BIT;
          else
            r_SM_Main <= IDLE;
        end
      RX_START_BIT :
        begin
          if (r_Clock_Count == (CLKS_PER_BIT-1)/2)
          begin
            if (i_RX_Serial == 1'b0)
            begin
              r_Clock_Count <= 0;   
              r_SM_Main     <= RX_DATA_BITS;
            end
            else
              r_SM_Main <= IDLE;
          end
          else
          begin
            r_Clock_Count <= r_Clock_Count + 1;
            r_SM_Main     <= RX_START_BIT;
          end
        end  
      RX_DATA_BITS :
        begin
          if (r_Clock_Count < CLKS_PER_BIT-1)
          begin
            r_Clock_Count <= r_Clock_Count + 1;
            r_SM_Main     <= RX_DATA_BITS;
          end
          else
          begin
            r_Clock_Count          <= 0;
            r_RX_Byte[r_Bit_Index] <= i_RX_Serial;
            if (r_Bit_Index < 7)
            begin
              r_Bit_Index <= r_Bit_Index + 1;
              r_SM_Main   <= RX_DATA_BITS;
            end
            else
            begin
              r_Bit_Index <= 0;
              r_SM_Main   <= RX_STOP_BIT;
            end
          end
        end  
      RX_STOP_BIT :
        begin
          if (r_Clock_Count < CLKS_PER_BIT-1)
          begin
            r_Clock_Count <= r_Clock_Count + 1;
     	    r_SM_Main     <= RX_STOP_BIT;
          end
          else
          begin
       	    r_RX_DV       <= 1'b1;
            r_Clock_Count <= 0;
            r_SM_Main     <= CLEANUP;
          end
        end  
      CLEANUP :
        begin
          r_SM_Main <= IDLE;
          r_RX_DV   <= 1'b0;
        end
      default :
        r_SM_Main <= IDLE;
    endcase
  end    
  assign o_RX_DV   = r_RX_DV;
  assign o_RX_Byte = r_RX_Byte;
endmodule  
module UART_RX_To_7_Seg_Top
  (input i_Clk,      
   input i_UART_RX,  
   input io_PMOD_1,
   output o_Segment1_A,
   output o_Segment1_B,
   output o_Segment1_C,
   output o_Segment1_D,
   output o_Segment1_E,
   output o_Segment1_F,
   output o_Segment1_G,
   output o_Segment2_A,
   output o_Segment2_B,
   output o_Segment2_C,
   output o_Segment2_D,
   output o_Segment2_E,
   output o_Segment2_F,
   output o_Segment2_G);
  wire w_RX_DV;
  wire [7:0] w_RX_Byte;
  wire w_Segment1_A, w_Segment2_A;
  wire w_Segment1_B, w_Segment2_B;
  wire w_Segment1_C, w_Segment2_C;
  wire w_Segment1_D, w_Segment2_D;
  wire w_Segment1_E, w_Segment2_E;
  wire w_Segment1_F, w_Segment2_F;
  wire w_Segment1_G, w_Segment2_G;
  UART_RX #(.CLKS_PER_BIT(217)) UART_RX_Inst
  (.i_Clock(i_Clk),
   .i_RX_Serial(i_UART_RX | io_PMOD_1),
   .o_RX_DV(w_RX_DV),
   .o_RX_Byte(w_RX_Byte));
  Binary_To_7Segment SevenSeg1_Inst
  (.i_Clk(i_Clk),
   .i_Binary_Num(w_RX_Byte[7:4]),
   .o_Segment_A(w_Segment1_A),
   .o_Segment_B(w_Segment1_B),
   .o_Segment_C(w_Segment1_C),
   .o_Segment_D(w_Segment1_D),
   .o_Segment_E(w_Segment1_E),
   .o_Segment_F(w_Segment1_F),
   .o_Segment_G(w_Segment1_G));
  assign o_Segment1_A = ~w_Segment1_A;
  assign o_Segment1_B = ~w_Segment1_B;
  assign o_Segment1_C = ~w_Segment1_C;
  assign o_Segment1_D = ~w_Segment1_D;
  assign o_Segment1_E = ~w_Segment1_E;
  assign o_Segment1_F = ~w_Segment1_F;
  assign o_Segment1_G = ~w_Segment1_G;
  Binary_To_7Segment SevenSeg2_Inst
  (.i_Clk(i_Clk),
   .i_Binary_Num(w_RX_Byte[3:0]),
   .o_Segment_A(w_Segment2_A),
   .o_Segment_B(w_Segment2_B),
   .o_Segment_C(w_Segment2_C),
   .o_Segment_D(w_Segment2_D),
   .o_Segment_E(w_Segment2_E),
   .o_Segment_F(w_Segment2_F),
   .o_Segment_G(w_Segment2_G));
  assign o_Segment2_A = ~w_Segment2_A;
  assign o_Segment2_B = ~w_Segment2_B;
  assign o_Segment2_C = ~w_Segment2_C;
  assign o_Segment2_D = ~w_Segment2_D;
  assign o_Segment2_E = ~w_Segment2_E;
  assign o_Segment2_F = ~w_Segment2_F;
  assign o_Segment2_G = ~w_Segment2_G;
endmodule
==> flow_summary.ini <==
; yosys + openroad results
[synthesis]
async_reset_ff_frac = 0
ys_types = 37
synth-edff-count = 19
yosys_cells = 215
area_leaders = edfxtp_1 27%, dfxtp_1 16%, ha_1 12%, inv_1 6.0%, nor2_1 4.7%
avgSynthCellArea_um2 = 9.65
synth_top_area_share = 0.275
top_area_cell = edfxtp_1
synth_warnings = 2
ys.flops = 36
top_cells_by_count = 33 x inv_1, 26 x nor2_1, 20 x ha_1
syn_area_um2 = 2080
synthFlopType = edfxtp_1
top_cell = inv_1
postSynthSeqShare = 0.439
syn_inst = 215
ys_chip_area_um2 = 2080

[pwr]
combinationalPowerShare = 0.008
p_leak_nw = 1.04
sequentialPowerShare = 0.590
switching_share = 0.192
p_total_w = 0.00124
p_sw_w = 0.000238
power.share.clock = 0.403
internal-power_w = 0.00100
p_per_area_nw_per_um2 = 514
max-vdd-ir-drop_uv = 331

[worst_setup_path]
crit_start = UART_RX_Inst.r_Clock_Count[1]
cp_slowest_stage_delay_ps = 490
reg2reg_to = UART_RX_Inst.r_Clock_Count[7]
worstReg2RegStart = UART_RX_Inst.r_Clock_Count[1]
critPathTopFamily = simple AND/OR/NAND/NOR gates
r2r_cells = 5
criticalPathCategory = flip-flop to flip-flop
path_cells = inv_1 -> ha_1 -> or4b_4 -> a32oi_4 -> nor2_1
cp_max_fo = 8
end_kind = flip-flop
reg2reg_slack_ps = 250
setup.worst_path.start_class = flip-flop
critical_path_arrival_ps = 1870
crit_required_ps = 2120
critPathSlowestCell = or4b_4
crit_buf_inv = 1

[route]
routed_wl_um = 3130
remaining_drc_errors = 0
drt_pass1_iterations = 4
vias = 1427
wl_per_cell_um = 10.0
viasPerCell = 4.57
diodes = 0
drt_iter0_drc = 43
drtAntennaViolNets = 0

[status]
outcome = finished, final reports clean

[clocking]
hold_buffers = 0
cts-root-buf = clkbuf_8
clock_sinks = 36
ctsHtreeMaxLevel = 2
cts_tree = done
clk_path_buf_depth = 2
cts_resized = 0
cts_made_buffers = 5
clkTransAtPathRegs_ps = 70
worstSkewPairLatency_ps = 280
cts_setup_buffers = 0

[global_routing]
grt_pass1_vias = 1230
grt.overflow.total = 0
antenna_found_initial = 0
track_usage = 0.0908
grt_max_degree = 15
grt_pass1_wl_um = 5270

[place]
place_area_um2 = 2320
placed_cells = 304
place.gp.congestion = 0.803
portBuffers = 16
dpl.hpwl_um = 2250

[final_timing]
setup_tns_ps = 0
setup-violations-final = 0
worstMarginPinSlew_ps = 475
fin_crit_ps = 1850
maxSlewViolCount = 0
relSlewSlack = 0.682
finalCritPeriodShare = 0.881
rsz0062_at_grt = false
finalHoldViolations = 0
fin_skew_ps = 6.64
fmax_mhz = 541

[run]
drv_cap = 0
warnings = 41

[final_layout]
final_util = 0.370
syn_to_final_growth_pct = 16.4
final_cells = 312
drive_above_1_share = 0.0979
fin_area_um2 = 2420

[hold_path]
hp-class = flip-flop to flip-flop
hold_depth = 2
worstHoldStart = UART_RX_Inst.r_SM_Main[1]
worstHoldEndpoint = UART_RX_Inst.r_SM_Main[2]

[floorplanning]
core_util_floorplan = 0.318
core-area_um2 = 6530
row_count = 29
die_w_um = 85.2
chipArea_um2 = 7260
die.size.y_um = 85.2
boundaryPins = 17
-- logic make-up (layout without fill, tap and decap cells) --
kind of cell | Yosys count | in the layout | synth area share
simple gates | 67 | 67 | 0.156
buf+inv | 41 | 61 | 0.0790
flops | 36 | 36 | 0.439
compound gates | 34 | 34 | 0.115
fa+ha+maj | 20 | 20 | 0.121
xor+xnor | 9 | 9 | 0.0380
mux | 8 | 8 | 0.0524
-- cells in the final DEF (no fill, tap or decap), drive strengths merged, types with 2 or more instances in the layout --
| cell type | count |
|---|---|
| buf | 4 |
| clkbuf | 7 |
| ha | 20 |
| a31oi | 2 |
| edfxtp | 19 |
| xnor2 | 4 |
| nand2 | 14 |
| a211oi | 4 |
| o211ai | 2 |
| xor2 | 5 |
| a22o | 4 |
| inv | 33 |
| a21oi | 11 |
| nand4 | 2 |
| clkdlybuf4s50 | 16 |
| mux4 | 2 |
| or2 | 3 |
| nor2 | 26 |
| nor3b | 2 |
| nor4b | 2 |
| mux2 | 3 |
| mux2i | 3 |
| dfxtp | 17 |
| o21ai | 6 |
| nand3 | 10 |
-- sequential cells by signal (all words and copies together), names as in the netlist --
| register | cells |
|---|---|
| UART_RX_Inst.r_Clock_Count | 8 |
| UART_RX_Inst.r_RX_Byte | 8 |
| SevenSeg1_Inst.r_Hex_Encoding | 7 |
| SevenSeg2_Inst.r_Hex_Encoding | 7 |
| UART_RX_Inst.r_Bit_Index | 3 |
| UART_RX_Inst.r_SM_Main | 3 |
-- routing by layer --
layer,up-vias,global-route usage,routed length (µm)
li1,763,-,-
met1,636,0.141,1620
met2,26,0.136,1340
met3,2,0.0257,155
met4,0,0.0108,21
met5,-,0,0
-- tightest hold or removal path, stage by stage, from the launching register on --
cell	delay (ps)
dfxtp_1	340
or2b_2	200
nor2_1	50
-- area by class of cell --
cell class | instances | area, µm²
multi-input cells | 138 | 1000
fillers | 653 | 4120
clock inverters | 1 | 7.51
well taps | 77 | 96.3
clock buffers | 7 | 86.3
inverters | 33 | 124
repair buffers | 20 | 190
flip-flops and latches | 36 | 911
-- how the worst max path moves through the flow --
stage         slack (ps)                             to  cells past startpoint
finish               250  UART_RX_Inst.r_Clock_Count[7]                      5
global route         170      UART_RX_Inst.r_RX_Byte[2]                      5
CTS                  240  UART_RX_Inst.r_Clock_Count[2]                      5
-- power groups by stage --
stage                  logic (W)  clock network [W]  registers, W
after CTS             0.00000972           0.000522      0.000733
after global routing   0.0000109           0.000554      0.000732
final                 0.00000962           0.000500      0.000733
-- metrics by stage --
| stage | hold WS, ps | worst slack [ps] |
|---|---|---|
| 2_1_floorplan | 587 | 251 |
| 3_3_place_gp | 630 | 172 |
| 3_5_place_dp | 625 | 162 |
| 4_1_cts | 631 | 236 |
| 5_1_grt | 674 | 166 |
| 6_report | 631 | 250 |
No activity file was given, so power comes from the tool's default toggle rates.
