**design/flow/run.sh**
```bash
#!/bin/bash
# OpenROAD 26Q1-2900-gdf79404cd8, Yosys 0.63+post, stock flow scripts
make -C /OpenROAD-flow-scripts/flow DESIGN_CONFIG=/design/flow/config.mk WORK_HOME=/design/flow/orfs finish
```
**design/flow/config.mk**
```make
export PLATFORM = sky130hd
export DESIGN_NAME = UART_Loopback_Top
export DESIGN_NICKNAME = UART_Loopback_Top
export VERILOG_FILES = /design/flow/design.v
export SDC_FILE = /design/flow/constraint.sdc
export NUM_CORES = 4
export LEC_CHECK = 1
export CORE_UTILIZATION = 50
```
**design/flow/constraint.sdc**
```tcl
current_design UART_Loopback_Top

set clk_period 2.0
set clk_io_pct 0.2

create_clock -name clk0 -period $clk_period [get_ports {i_Clk}]

set non_clock_inputs [all_inputs -no_clocks]
set_input_delay [expr $clk_period * $clk_io_pct] -clock clk0 $non_clock_inputs
set_output_delay [expr $clk_period * $clk_io_pct] -clock clk0 [all_outputs]
```
**design/flow/design.v**
```verilog
module UART_Loopback_Top
  (input  i_Clk,        
   input  i_UART_RX,    
   output o_UART_TX,    
   output io_PMOD_1,
   output o_Segment1_A,
   output o_Segment1_B,
   output o_Segment1_C,
   output o_Segment1_D,
   output o_Segment1_E,
   output o_Segment1_F,
   output o_Segment1_G,
   output o_Segment2_A,
   output o_Segment2_B,
   output o_Segment2_C,
   output o_Segment2_D,
   output o_Segment2_E,
   output o_Segment2_F,
   output o_Segment2_G   
   ); 
  wire w_RX_DV;
  wire [7:0] w_RX_Byte;
  wire w_TX_Active, w_TX_Serial;
  wire w_Segment1_A, w_Segment2_A;
  wire w_Segment1_B, w_Segment2_B;
  wire w_Segment1_C, w_Segment2_C;
  wire w_Segment1_D, w_Segment2_D;
  wire w_Segment1_E, w_Segment2_E;
  wire w_Segment1_F, w_Segment2_F;
  wire w_Segment1_G, w_Segment2_G;
  UART_RX #(.CLKS_PER_BIT(217)) UART_RX_Inst
  (.i_Clock(i_Clk),
   .i_RX_Serial(i_UART_RX),
   .o_RX_DV(w_RX_DV),
   .o_RX_Byte(w_RX_Byte));
  UART_TX #(.CLKS_PER_BIT(217)) UART_TX_Inst
  (.i_Clock(i_Clk),
   .i_TX_DV(w_RX_DV),       
   .i_TX_Byte(w_RX_Byte),   
   .o_TX_Active(w_TX_Active),
   .o_TX_Serial(w_TX_Serial),
   .o_TX_Done());
  assign o_UART_TX = w_TX_Active ? w_TX_Serial : 1'b1;
  assign io_PMOD_1 = w_TX_Active ? w_TX_Serial : 1'b1;
  Binary_To_7Segment SevenSeg1_Inst
  (.i_Clk(i_Clk),
   .i_Binary_Num(w_RX_Byte[7:4]),
   .o_Segment_A(w_Segment1_A),
   .o_Segment_B(w_Segment1_B),
   .o_Segment_C(w_Segment1_C),
   .o_Segment_D(w_Segment1_D),
   .o_Segment_E(w_Segment1_E),
   .o_Segment_F(w_Segment1_F),
   .o_Segment_G(w_Segment1_G));
  assign o_Segment1_A = ~w_Segment1_A;
  assign o_Segment1_B = ~w_Segment1_B;
  assign o_Segment1_C = ~w_Segment1_C;
  assign o_Segment1_D = ~w_Segment1_D;
  assign o_Segment1_E = ~w_Segment1_E;
  assign o_Segment1_F = ~w_Segment1_F;
  assign o_Segment1_G = ~w_Segment1_G;
  Binary_To_7Segment SevenSeg2_Inst
  (.i_Clk(i_Clk),
   .i_Binary_Num(w_RX_Byte[3:0]),
   .o_Segment_A(w_Segment2_A),
   .o_Segment_B(w_Segment2_B),
   .o_Segment_C(w_Segment2_C),
   .o_Segment_D(w_Segment2_D),
   .o_Segment_E(w_Segment2_E),
   .o_Segment_F(w_Segment2_F),
   .o_Segment_G(w_Segment2_G));
  assign o_Segment2_A = ~w_Segment2_A;
  assign o_Segment2_B = ~w_Segment2_B;
  assign o_Segment2_C = ~w_Segment2_C;
  assign o_Segment2_D = ~w_Segment2_D;
  assign o_Segment2_E = ~w_Segment2_E;
  assign o_Segment2_F = ~w_Segment2_F;
  assign o_Segment2_G = ~w_Segment2_G;
endmodule
module UART_TX 
  #(parameter CLKS_PER_BIT = 217)
  (
   input       i_Clock,
   input       i_TX_DV,
   input [7:0] i_TX_Byte, 
   output      o_TX_Active,
   output reg  o_TX_Serial,
   output      o_TX_Done
   );
  parameter IDLE         = 3'b000;
  parameter TX_START_BIT = 3'b001;
  parameter TX_DATA_BITS = 3'b010;
  parameter TX_STOP_BIT  = 3'b011;
  parameter CLEANUP      = 3'b100;
  reg [2:0] r_SM_Main     = 0;
  reg [7:0] r_Clock_Count = 0;
  reg [2:0] r_Bit_Index   = 0;
  reg [7:0] r_TX_Data     = 0;
  reg       r_TX_Done     = 0;
  reg       r_TX_Active   = 0;
  always @(posedge i_Clock)
  begin
    case (r_SM_Main)
      IDLE :
        begin
          o_TX_Serial   <= 1'b1;          
          r_TX_Done     <= 1'b0;
          r_Clock_Count <= 0;
          r_Bit_Index   <= 0;
          if (i_TX_DV == 1'b1)
          begin
            r_TX_Active <= 1'b1;
            r_TX_Data   <= i_TX_Byte;
            r_SM_Main   <= TX_START_BIT;
          end
          else
            r_SM_Main <= IDLE;
        end  
      TX_START_BIT :
        begin
          o_TX_Serial <= 1'b0;
          if (r_Clock_Count < CLKS_PER_BIT-1)
          begin
            r_Clock_Count <= r_Clock_Count + 1;
            r_SM_Main     <= TX_START_BIT;
          end
          else
          begin
            r_Clock_Count <= 0;
            r_SM_Main     <= TX_DATA_BITS;
          end
        end  
      TX_DATA_BITS :
        begin
          o_TX_Serial <= r_TX_Data[r_Bit_Index];
          if (r_Clock_Count < CLKS_PER_BIT-1)
          begin
            r_Clock_Count <= r_Clock_Count + 1;
            r_SM_Main     <= TX_DATA_BITS;
          end
          else
          begin
            r_Clock_Count <= 0;
            if (r_Bit_Index < 7)
            begin
              r_Bit_Index <= r_Bit_Index + 1;
              r_SM_Main   <= TX_DATA_BITS;
            end
            else
            begin
              r_Bit_Index <= 0;
              r_SM_Main   <= TX_STOP_BIT;
            end
          end 
        end  
      TX_STOP_BIT :
        begin
          o_TX_Serial <= 1'b1;
          if (r_Clock_Count < CLKS_PER_BIT-1)
          begin
            r_Clock_Count <= r_Clock_Count + 1;
            r_SM_Main     <= TX_STOP_BIT;
          end
          else
          begin
            r_TX_Done     <= 1'b1;
            r_Clock_Count <= 0;
            r_SM_Main     <= CLEANUP;
            r_TX_Active   <= 1'b0;
          end 
        end  
      CLEANUP :
        begin
          r_TX_Done <= 1'b1;
          r_SM_Main <= IDLE;
        end
      default :
        r_SM_Main <= IDLE;
    endcase
  end
  assign o_TX_Active = r_TX_Active;
  assign o_TX_Done   = r_TX_Done;
endmodule
module Binary_To_7Segment 
  (
   input       i_Clk,
   input [3:0] i_Binary_Num,
   output      o_Segment_A,
   output      o_Segment_B,
   output      o_Segment_C,
   output      o_Segment_D,
   output      o_Segment_E,
   output      o_Segment_F,
   output      o_Segment_G
   );
  reg [6:0]    r_Hex_Encoding = 7'h00;
  always @(posedge i_Clk)
    begin
      case (i_Binary_Num)
        4'b0000 : r_Hex_Encoding <= 7'h7E;
        4'b0001 : r_Hex_Encoding <= 7'h30;
        4'b0010 : r_Hex_Encoding <= 7'h6D;
        4'b0011 : r_Hex_Encoding <= 7'h79;
        4'b0100 : r_Hex_Encoding <= 7'h33;          
        4'b0101 : r_Hex_Encoding <= 7'h5B;
        4'b0110 : r_Hex_Encoding <= 7'h5F;
        4'b0111 : r_Hex_Encoding <= 7'h70;
        4'b1000 : r_Hex_Encoding <= 7'h7F;
        4'b1001 : r_Hex_Encoding <= 7'h7B;
        4'b1010 : r_Hex_Encoding <= 7'h77;
        4'b1011 : r_Hex_Encoding <= 7'h1F;
        4'b1100 : r_Hex_Encoding <= 7'h4E;
        4'b1101 : r_Hex_Encoding <= 7'h3D;
        4'b1110 : r_Hex_Encoding <= 7'h4F;
        4'b1111 : r_Hex_Encoding <= 7'h47;
      endcase
    end  
  assign o_Segment_A = r_Hex_Encoding[6];
  assign o_Segment_B = r_Hex_Encoding[5];
  assign o_Segment_C = r_Hex_Encoding[4];
  assign o_Segment_D = r_Hex_Encoding[3];
  assign o_Segment_E = r_Hex_Encoding[2];
  assign o_Segment_F = r_Hex_Encoding[1];
  assign o_Segment_G = r_Hex_Encoding[0];
endmodule  
module UART_RX
  #(parameter CLKS_PER_BIT = 217)
  (
   input        i_Clock,
   input        i_RX_Serial,
   output       o_RX_DV,
   output [7:0] o_RX_Byte
   );
  parameter IDLE         = 3'b000;
  parameter RX_START_BIT = 3'b001;
  parameter RX_DATA_BITS = 3'b010;
  parameter RX_STOP_BIT  = 3'b011;
  parameter CLEANUP      = 3'b100;
  reg [7:0]     r_Clock_Count = 0;
  reg [2:0]     r_Bit_Index   = 0;  
  reg [7:0]     r_RX_Byte     = 0;
  reg           r_RX_DV       = 0;
  reg [2:0]     r_SM_Main     = 0;
  always @(posedge i_Clock)
  begin
    case (r_SM_Main)
      IDLE :
        begin
          r_RX_DV       <= 1'b0;
          r_Clock_Count <= 0;
          r_Bit_Index   <= 0;
          if (i_RX_Serial == 1'b0)           
            r_SM_Main <= RX_START_BIT;
          else
            r_SM_Main <= IDLE;
        end
      RX_START_BIT :
        begin
          if (r_Clock_Count == (CLKS_PER_BIT-1)/2)
          begin
            if (i_RX_Serial == 1'b0)
            begin
              r_Clock_Count <= 0;   
              r_SM_Main     <= RX_DATA_BITS;
            end
            else
              r_SM_Main <= IDLE;
          end
          else
          begin
            r_Clock_Count <= r_Clock_Count + 1;
            r_SM_Main     <= RX_START_BIT;
          end
        end  
      RX_DATA_BITS :
        begin
          if (r_Clock_Count < CLKS_PER_BIT-1)
          begin
            r_Clock_Count <= r_Clock_Count + 1;
            r_SM_Main     <= RX_DATA_BITS;
          end
          else
          begin
            r_Clock_Count          <= 0;
            r_RX_Byte[r_Bit_Index] <= i_RX_Serial;
            if (r_Bit_Index < 7)
            begin
              r_Bit_Index <= r_Bit_Index + 1;
              r_SM_Main   <= RX_DATA_BITS;
            end
            else
            begin
              r_Bit_Index <= 0;
              r_SM_Main   <= RX_STOP_BIT;
            end
          end
        end  
      RX_STOP_BIT :
        begin
          if (r_Clock_Count < CLKS_PER_BIT-1)
          begin
            r_Clock_Count <= r_Clock_Count + 1;
     	    r_SM_Main     <= RX_STOP_BIT;
          end
          else
          begin
       	    r_RX_DV       <= 1'b1;
            r_Clock_Count <= 0;
            r_SM_Main     <= CLEANUP;
          end
        end  
      CLEANUP :
        begin
          r_SM_Main <= IDLE;
          r_RX_DV   <= 1'b0;
        end
      default :
        r_SM_Main <= IDLE;
    endcase
  end    
  assign o_RX_DV   = r_RX_DV;
  assign o_RX_Byte = r_RX_Byte;
endmodule  
```
==> job_summary.md <==
### Yosys + OpenROAD results

| Metric | Value |
|---|---|
| Outcome | completed |
| Pwr Total | 2.274 mW |
| Leak | 1.498 nW |
| Endpoints failing hold | 0 |
| Total track usage | 18.32% |
| # hold bufs at CTS | 0 |
| Startpoint Class | flip-flop |
| R2R cell count | 5 |
| Ys Warns | 3 |
| Final setup vio count | 0 |
| Post-Syn Area | 3251 sq um |
| Core area | 6314 sq um |
| Tool warnings | 41 |
| DIE AREA | 6828 sq um |
| Post-Layout Inst Area | 3724 sq um |
| IO Count | 18 |
| GRT met2 Usage | 26.36% |
| Post-Synthesis Cells | 302 |
| Antenna Cells | 0 |
| Fin. max-slew vios | 0 |
| Drt wl/cell | 13.27 microns |
| Ys cells | 302 |
| Synth flops | 61 |
| Fin Clk Skew | 0.008919 ns |
| CTS root buf | clkbuf_8 |
| Vias per cell | 5.438 |
| Kind of critical path | reg2reg |
| Element type at the critical path end | flip-flop |
| # port buffers | 17 |
| Final-layout fill cell count | 529 |
| CTS tree | yes |
| Max cap viols | 0 |
| Worst hold stages | 1 |
| Residual DRC | 0 |
| Num CTS Buffers | 9 |
| Logic area | 1429 sq um |
| Top cells by area, synth | edfxtp_1, dfxtp_1, ha_1, inv_1, a21oi_1 |
| Share of cells above drive strength 1 | 12.50% |
| Clk slew on worst S/H paths | 0.07 ns |
| Synth-to-Final Area Change | 14.55% |
| Hpwl dp | 3786 microns |
| Vias in the first global route | 1,955 |
| Cell type with the largest total area | edfxtp_1 |
| Postcts setup bufs | 0 |
| Fraction of registers with async set or reset after synthesis | 0% |
| Most common cell in the synthesized netlist | edfxtp_1 |
| Critical Path RT | 2.09 ns |
| M1 GR Usage | 31.45% |
| Sequential fraction of the synthesis area | 50.19% |
| H-tree levels | 3 |
| Pre-CTS setup slack | 0.2604 ns |
| Worst R2R Setup Slack | 0.22 ns |
| DRT antenna net count | 0 |
| Setup total negative slack | 0 ns |
| Actual slew at the worst max-slew pin | 0.6572 ns |
| Relative slew slack | 56.18% |
| Storage cell area | 1632 sq um |
| Max clock buf depth | 2 |
| WL final | 5480 microns |
| Worst VDD drop | 0.3491 mV |
| Tmin final | 1.780 ns |
| Floorplan utilization | 51.49% |
| Top_reg_cell synth | edfxtp_1 |
| Insertion Delay late pin | 0.33 ns |
| Height of the die | 82.63 microns |
| Synthesized chip area reported by yosys | 3251 sq um |
| DR iter-0 viols | 85 |
| Worst path arrival time | 1.87 ns |
| First-pass iteration count of the detailed router | 4 |
| Synth top cells by count | edfxtp_1, inv_1, ha_1 |
| Cell Type Count | 55 |
| Worst hold path class | reg2reg |
| Global-route wire length before repair | 9101 microns |
| Busiest grt layer | met1 |
| Die span in x | 82.63 microns |
| Final period utilization | 89.02% |
| Post-synth EDFFs | 41 |
| GPL Wtd Cong | 0.8471 |
| Resized cells post-CTS | 0 |
| Vias | 2,246 |
| Post-route setup slack | 0.2197 ns |
| Placed Area | 3556 sq um |
| Crit path max fanout | 5 |
| Grt met3 use | 2.899% |
| Pin count of the biggest net entering global routing | 16 |
| Syn Area/Cell | 10.76 sq um |
| Post-synth top area share | 37.88% |
| Maximum clock rate | 561.7 MHz |
| Clock Sink Count | 61 |
| FP Rows | 29 |
| Grt ovf | 0 |
| Antenna violations before repair | 0 |
| RSZ-0062 raised after global routing | false |
| Final hold slack | 0.4958 ns |
| PwrDens | 610.7 nW/um^2 |
## where the power goes
part	internal, mW	switching (mW)	total, mW
clock	0.473	0.466	0.938
combinational	0.00398	0.00298	0.00696
sequential	1.33	0	1.33
total	1.81	0.469	2.27
## cell families after synthesis
group / after synthesis / synth area share (%)
AND/OR/NAND/NOR: 85 / 14.05
AND-OR/OR-AND: 64 / 13.97
flip-flops: 61 / 50.19
buffers and inverters: 49 / 5.851
adder cells (fa/ha/maj): 22 / 8.468
multiplexers: 12 / 5.042
XOR/XNOR: 9 / 2.425
## path summary, 6_finish.rpt
kind / from / end
setup / recovery: UART_RX_Inst.r_Bit_Index[0] / UART_RX_Inst.r_RX_Byte[6]
hold / removal: UART_TX_Inst.r_SM_Main[2] / UART_TX_Inst.r_SM_Main[1]
setup reg to reg: UART_RX_Inst.r_Bit_Index[0] / UART_RX_Inst.r_RX_Byte[6]
hold reg to reg: UART_TX_Inst.r_SM_Main[2] / UART_TX_Inst.r_SM_Main[1]
## critical path, stage by stage, from the launching register on
cell and delay [ns]:
edfxtp_1 0.35, inv_1 0.06, ha_1 0.24, xnor2_1 0.21, nor4_1 0.31, mux2_2 0.37
## routing by layer
layer  vias to the layer above  part of all wire, %  routed length, microns
li1                       1157                    -                       -
met1                      1040                   51                    2817
met2                        41                   44                    2407
met3                         8                  3.1                     168
met4                         0                  1.6                      87
met5                         -                    0                       0
## sequential cells by signal (all words and copies together) (netlist names)
signal / count
UART_RX_Inst.r_Clock_Count: 8
UART_TX_Inst.r_Clock_Count: 8
UART_TX_Inst.r_TX_Data: 8
UART_RX_Inst.r_RX_Byte: 8
UART_TX_Inst.o_TX_Serial: 1
UART_RX_Inst.r_SM_Main: 3
SevenSeg1_Inst.r_Hex_Encoding: 7
UART_RX_Inst.r_RX_DV: 1
UART_TX_Inst.r_SM_Main: 3
SevenSeg2_Inst.r_Hex_Encoding: 7
UART_TX_Inst.r_Bit_Index: 3
UART_RX_Inst.r_Bit_Index: 3
UART_TX_Inst.r_TX_Active: 1
## cells in the final DEF, fill, tap and decap left out, types with 5 or more instances in the layout
master / count
xor2_1: 5
mux2_2: 5
o21ai_0: 11
dfxtp_1: 20
ha_1: 22
inv_1: 39
clkbuf_8: 10
nor3_1: 7
a21oi_1: 16
nand2b_1: 7
clkdlybuf4s50_1: 17
a211oi_1: 6
nand2_1: 13
edfxtp_1: 41
or3_1: 5
buf_4: 11
nor2_1: 21
nand3_1: 13
## layout make-up
class                      instances  share of cell area (%)
tap                               77                   2.587
multi-input combinational        192                   38.37
inverter                          39                   3.931
clock buffer                      11                   3.797
timing repair buffer              28                   6.788
sequential                        61                   43.82
clock inverter                     5                  0.7056
## per-stage QoR
stage	utilization [%]	cells
2_1_floorplan	-	302
6_report	58.98	413
3_3_place_gp	56.32	397
4_1_cts	58.98	413
5_1_grt	58.98	413
3_5_place_dp	56.32	397
No activity file was given, so power comes from the tool's default toggle rates.
