==> design.v <==
module binary_to_7Seg (
    input i_Clk,
    input [3:0] i_Binary_Num,
    output o_Seg_A,
    output o_Seg_B,
    output o_Seg_C,
    output o_Seg_D,
    output o_Seg_E,
    output o_Seg_F,
    output o_Seg_G);
reg [6:0] r_num_encoding = 7'b0000000;
always @(posedge i_Clk) begin
    case (i_Binary_Num)
        4'b0000: r_num_encoding <= 7'b1111110;  
        4'b0001: r_num_encoding <= 7'b0110000;  
        4'b0010: r_num_encoding <= 7'b1101101;  
        4'b0011: r_num_encoding <= 7'b1111001;  
        4'b0100: r_num_encoding <= 7'b0110011;  
        4'b0101: r_num_encoding <= 7'b1011011;  
        4'b0110: r_num_encoding <= 7'b1011111;  
        4'b0111: r_num_encoding <= 7'b1110000;  
        4'b1000: r_num_encoding <= 7'b1111111;  
        4'b1001: r_num_encoding <= 7'b1110011;  
        4'b1010: r_num_encoding <= 7'b0000001;  
        4'b1011: r_num_encoding <= 7'b0000001;  
        4'b1100: r_num_encoding <= 7'b0000001;  
        4'b1101: r_num_encoding <= 7'b0000001;  
        4'b1110: r_num_encoding <= 7'b0000001;  
        4'b1111: r_num_encoding <= 7'b0000001;  
        default: r_num_encoding <= 7'b1111111;  
    endcase
end
assign o_Seg_A = r_num_encoding[6];
assign o_Seg_B = r_num_encoding[5];
assign o_Seg_C = r_num_encoding[4];
assign o_Seg_D = r_num_encoding[3];
assign o_Seg_E = r_num_encoding[2];
assign o_Seg_F = r_num_encoding[1];
assign o_Seg_G = r_num_encoding[0];
endmodule
module counter_7Seg (
  input i_Clk,
  input i_Switch_1,
  output o_Segment2_A,
  output o_Segment2_B,
  output o_Segment2_C,
  output o_Segment2_D,
  output o_Segment2_E,
  output o_Segment2_F,
  output o_Segment2_G);
  wire w_switch;
  wire w_Segment2_A;
  wire w_Segment2_B;
  wire w_Segment2_C;
  wire w_Segment2_D;
  wire w_Segment2_E;
  wire w_Segment2_F;
  wire w_Segment2_G;
  reg r_switch = 1'b0;
  reg [3:0] r_counter = 4'b0000;
  debounce_switch debouncer(
    .i_Clk(i_Clk),
    .i_Switch(i_Switch_1),
    .o_Switch(w_switch)
  );
  always @(posedge i_Clk) begin
    r_switch <= w_switch;
    if (w_switch == 1'b1 && r_switch == 1'b0) begin
      if (r_counter == 9) begin
        r_counter <= 0;
      end else begin
        r_counter <= r_counter + 1;
      end
    end
  end
  binary_to_7Seg decoder(
    .i_Clk(i_Clk),
    .i_Binary_Num(r_counter),
    .o_Seg_A(w_Segment2_A),
    .o_Seg_B(w_Segment2_B),
    .o_Seg_C(w_Segment2_C),
    .o_Seg_D(w_Segment2_D),
    .o_Seg_E(w_Segment2_E),
    .o_Seg_F(w_Segment2_F),
    .o_Seg_G(w_Segment2_G)
  );
  assign o_Segment2_A = ~w_Segment2_A;
  assign o_Segment2_B = ~w_Segment2_B;
  assign o_Segment2_C = ~w_Segment2_C;
  assign o_Segment2_D = ~w_Segment2_D;
  assign o_Segment2_E = ~w_Segment2_E;
  assign o_Segment2_F = ~w_Segment2_F;
  assign o_Segment2_G = ~w_Segment2_G;
endmodule
module debounce_switch(
  input i_Clk,
  input i_Switch,
  output o_Switch);
  parameter DEBOUNCE_COUNT = 250000;
  reg r_switch = 1'b0;
  reg [17:0] r_count = 0; 
  always @(posedge i_Clk) begin
    if (i_Switch != r_switch && r_count < DEBOUNCE_COUNT) begin
      r_count <= r_count + 1;
    end else if (r_count ==  DEBOUNCE_COUNT) begin
      r_switch <= i_Switch;
      r_count <= 0;
    end else begin
      r_count <= 0;
    end
  end
  assign o_Switch = r_switch;
endmodule
==> run.sh <==
#!/bin/bash
# OpenROAD 26Q1-2900-gdf79404cd8, Yosys 0.63+post, stock flow scripts
make -C /OpenROAD-flow-scripts/flow DESIGN_CONFIG=/design/flow/config.mk WORK_HOME=/design/flow/orfs finish
==> config.mk <==
export PLATFORM = sky130hd
export DESIGN_NAME = counter_7Seg
export DESIGN_NICKNAME = counter_7Seg
export VERILOG_FILES = /design/flow/design.v
export SDC_FILE = /design/flow/constraint.sdc
export NUM_CORES = 4
export LEC_CHECK = 1
export CORE_UTILIZATION = 30
==> constraint.sdc <==
current_design counter_7Seg

set clk_period 2.2
set clk_io_pct 0.2

create_clock -name clk0 -period $clk_period [get_ports {i_Clk}]

set non_clock_inputs [all_inputs -no_clocks]
set_input_delay [expr $clk_period * $clk_io_pct] -clock clk0 $non_clock_inputs
set_output_delay [expr $clk_period * $clk_io_pct] -clock clk0 [all_outputs]
==> run notes <==
This note records the results obtained with Yosys and OpenROAD.

Global routing
The number of antenna violations at the first check in global routing is 0. The total routing usage reported by global routing is 0.106. The pin count of the biggest net entering global routing is 19. The number of global-route vias before repair is 993. The first-pass GRT wire length is 4410 µm.

The final global-route overflow total is 0.

Power and ir drop
The power report puts the leakage power at 0.000649 µW. The overall power of the completed layout is 1090 µW. The flow reported a cell area power density of 627 nW/µm².

The worst IR drop on VDD is 0.000323 V.

Yosys
The chip area line of the yosys report is 1510 µm². Per the Yosys statistics, synthesis produced 166 cells. The mean instance size in the synthesized netlist is 9.07 µm². The synthesis log from Yosys contains 3 warnings. The cell area that synthesis handed to floorplanning was 1510 µm². The fraction of the yosys area taken by sequential cells is 0.445. The cell count after synthesis is 166. The number of unique standard cell types used by synthesis is 33.

The count of state elements after synthesis is 31.

Critical path
The type of the worst setup path is reg -> reg. The arrival time of data at the worst endpoint is listed as 1.55 ns. The required arrival time at the worst endpoint is 2.15 ns.

The critical path launch point type is a flip-flop. In this run the worst path has a maximum fanout of 7. The endpoint class of the critical path is a flip-flop.

STA
The final layout reports a setup TNS of 0 ns. The clock arrives with 0.00384 ns of skew. The time the final worst path needs with I/O delays and setup is 1.60 ns. For this run, the final setup violation count is recorded as 0. The slew at the pin closest to its max-slew limit is 0.469 ns. The tightest slew margin relative to the limit is 0.688. Setup repair after global routing left no endpoint under its margin. The final hold violation count is 0. The max-slew violation total from the final report is 0. The critical path in the final layout is reported with a setup slack of 0.599 ns. Per the timing report, the achievable frequency comes out to 0.625 GHz. In the finished design, the share of the clock period the worst path needs comes to 0.728.

Floorplan
The pre-placement core utilization is 0.315. The floorplan report gives the top-level pin count as 9. The die extent in y is 72.9 µm. The core area is 4790 µm². The number of rows created at floorplan is 25. The die span in x is 72.9 µm. The overall die size recorded for this design is 5310 µm².

Clock network
Buffers inserted to repair hold after CTS numbered 0. TritonCTS built the clock tree. Per the post-CTS timing run, clock transition at the registers of the reported paths is 0.06 ns. Post-CTS repair ended up resizing 0 cells. Per the repair_timing log after CTS, setup buffers inserted total 0. The tree built by TritonCTS fans out to 31 sinks.

The total CTS buffers is 5. The maximum clock insertion buffer count is 2. The root buffer cell is sky130_fd_sc_hd__clkbuf_8. The clock reaches the later pin of the worst-skew pair after 0.27 ns. The CTS H-tree depth is 2.

Outcome
The run finished with clean final reports.

Layout
The layout-stage area growth over the synthesis result is 15.9%. After routing the design area is 1750 µm². The layout summary lists the proportion of cells stronger than drive strength 1 as 0.0734.

The finished layout holds 244 standard cells, fillers aside.

Hold path
According to the hold report, the worst path is of the reg -> reg type.

Placement
Prior to clock tree synthesis, the placed netlist has a worst setup slack of 0.534 ns. The quantity of I/O buffers inserted on ports is 8. The cell area reported after detailed placement is 1650 µm². The number of placed instances, taps included, is 236. Routability-driven placement finished with a final weighted congestion of 0.811. The final HPWL from detailed placement is 1690 µm.

Drt
The routed wire length is 2480 µm. The post-detailed-route count of antenna-violating nets is 0. The remaining design rule violation count is 0. 0 antenna diodes ended up in the layout.

The first-pass iteration count of the detailed router is 4. The violation count after the first detailed-routing iteration is 52. The routed layout has 1,075 vias.

The mean number of vias per cell is 4.41. The wire length per cell is 10.2 µm.

Run
Per the run summary, max-cap violations total 0. The OpenROAD warning count is 32.
==> flip-flops by register name, summed over array words and instances, names as in the netlist <==
register,cells
r_counter,4
decoder.r_num_encoding,7
r_switch,1
debouncer.r_count,18
debouncer.r_switch,1
==> final timing paths <==
kind	startpoint	endpoint	depth (start not counted)	slack (ns)
worst min register to register	debouncer.r_switch$_DFFE_PP_	r_switch$_DFF_P_	0	0.42
worst max-delay path	debouncer.r_count[0]$_SDFF_PN0_	debouncer.r_switch$_DFFE_PP_	6	0.60
worst max register to register	debouncer.r_count[0]$_SDFF_PN0_	debouncer.r_switch$_DFFE_PP_	6	0.60
worst min-delay path	debouncer.r_switch$_DFFE_PP_	r_switch$_DFF_P_	0	0.42
==> metrics by stage <==
step / hold slack [ns] / utilization
final: 0.418 / 0.365
after global routing: 0.452 / 0.365
after CTS: 0.422 / 0.365
after detailed placement: 0.406 / 0.344
after global placement: 0.410 / 0.344
after floorplan: 0.382 / -
==> final cells by class <==
cell class                      count  area, µm²
Fill cell                         487       3040
Multi-Input combinational cell    112        739
Sequential cell                    31        671
Clock buffer                        8        100
Timing Repair Buffer                9       87.6
Tap cell                           67       83.8
Inverter                           17       63.8
==> report_power, final <==
group / internal (µW) / total (µW) / switching (µW) / leakage (µW)
clock: 285 / 482 / 197 / 0.0000515
sequential: 579 / 587 / 8.14 / 0.000260
combinational: 10.2 / 24.7 / 14.5 / 0.000338
==> layer usage <==
layer  track usage  vias up  wire length, µm
met1         0.162      482             1320
li1              -      580                -
met5             0        -                0
met2         0.163       11             1080
met4        0.0131        0                8
met3        0.0224        2               72
==> critical path, stage by stage, from the launching register on <==
cell	delay, ns
sky130_fd_sc_hd__dfxtp_1	0.36
sky130_fd_sc_hd__inv_1	0.08
sky130_fd_sc_hd__ha_1	0.14
sky130_fd_sc_hd__nand4b_1	0.10
sky130_fd_sc_hd__nor3_1	0.16
sky130_fd_sc_hd__nand3_1	0.09
sky130_fd_sc_hd__nor4_1	0.33
==> layout by cell type (no fill, tap or decap), types with 2 or more instances in the layout <==
| cell | instances |
|---|---|
| sky130_fd_sc_hd__nand4_1 | 3 |
| sky130_fd_sc_hd__nor3_1 | 4 |
| sky130_fd_sc_hd__inv_1 | 16 |
| sky130_fd_sc_hd__xnor2_1 | 11 |
| sky130_fd_sc_hd__nand2_1 | 8 |
| sky130_fd_sc_hd__clkdlybuf4s50_1 | 8 |
| sky130_fd_sc_hd__o31ai_1 | 2 |
| sky130_fd_sc_hd__a21oi_1 | 3 |
| sky130_fd_sc_hd__nor2_1 | 24 |
| sky130_fd_sc_hd__dfxtp_1 | 26 |
| sky130_fd_sc_hd__ha_1 | 9 |
| sky130_fd_sc_hd__nor4_1 | 8 |
| sky130_fd_sc_hd__nand3_1 | 12 |
| sky130_fd_sc_hd__xor2_1 | 5 |
| sky130_fd_sc_hd__o21ai_0 | 8 |
| sky130_fd_sc_hd__nor2b_1 | 2 |
| sky130_fd_sc_hd__edfxtp_1 | 5 |
| sky130_fd_sc_hd__clkbuf_8 | 7 |
==> cells by family (layout without fill, tap and decap cells) <==
logic type,Yosys count,count (layout),synth area share
DFF,31,31,0.445
and+or+nand+nor,68,68,0.238
buffers and inverters,23,34,0.0640
xor gates and xnor gates,16,16,0.0930
adders and majority gates,9,9,0.0748
AOI/OAI and AO/OA,19,19,0.0856
==> Yosys cell counts <==
| master | count | area share |
|---|---|---|
| sky130_fd_sc_hd__a21oi_1 | 3 | 0.010 |
| sky130_fd_sc_hd__a31o_2 | 1 | 0.0058 |
| sky130_fd_sc_hd__a31oi_1 | 1 | 0.0042 |
| sky130_fd_sc_hd__and3_4 | 1 | 0.0075 |
| sky130_fd_sc_hd__and4_1 | 1 | 0.0058 |
| sky130_fd_sc_hd__buf_2 | 2 | 0.0066 |
| sky130_fd_sc_hd__buf_6 | 1 | 0.0075 |
| sky130_fd_sc_hd__clkbuf_1 | 3 | 0.0075 |
| sky130_fd_sc_hd__clkinv_1 | 1 | 0.0025 |
| sky130_fd_sc_hd__dfxtp_1 | 26 | 0.35 |
| sky130_fd_sc_hd__edfxtp_1 | 5 | 0.10 |
| sky130_fd_sc_hd__ha_1 | 9 | 0.075 |
| sky130_fd_sc_hd__inv_1 | 16 | 0.040 |
| sky130_fd_sc_hd__nand2_1 | 8 | 0.020 |
| sky130_fd_sc_hd__nand2b_1 | 1 | 0.0042 |
| sky130_fd_sc_hd__nand3_1 | 12 | 0.040 |
| sky130_fd_sc_hd__nand3b_1 | 1 | 0.0050 |
| sky130_fd_sc_hd__nand4_1 | 3 | 0.012 |
| sky130_fd_sc_hd__nand4_2 | 1 | 0.0083 |
| sky130_fd_sc_hd__nand4_4 | 1 | 0.014 |
| sky130_fd_sc_hd__nand4b_1 | 1 | 0.0058 |
| sky130_fd_sc_hd__nor2_1 | 24 | 0.060 |
| sky130_fd_sc_hd__nor2b_1 | 2 | 0.0083 |
| sky130_fd_sc_hd__nor3_1 | 4 | 0.013 |
| sky130_fd_sc_hd__nor4_1 | 8 | 0.033 |
| sky130_fd_sc_hd__o21a_1 | 1 | 0.0050 |
| sky130_fd_sc_hd__o21ai_0 | 8 | 0.027 |
| sky130_fd_sc_hd__o22ai_1 | 1 | 0.0042 |
| sky130_fd_sc_hd__o31a_1 | 1 | 0.0058 |
| sky130_fd_sc_hd__o31ai_1 | 2 | 0.010 |
| sky130_fd_sc_hd__o31ai_4 | 1 | 0.014 |
| sky130_fd_sc_hd__xnor2_1 | 11 | 0.064 |
| sky130_fd_sc_hd__xor2_1 | 5 | 0.029 |
Power and IR drop assume default switching activity.
